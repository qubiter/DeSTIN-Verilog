### flow/design.v
`timescale 1ns / 100ps
module comparator_2cen_16bit(b, index, a_0, a_1);
  output signed [15:0] b;
  output index;
  input signed [15:0] a_0;
  input signed [15:0] a_1;
  assign l = (a_0 > a_1)? a_0 : a_1;
  assign index = (a_0 > a_1)? 0 : 1;
endmodule
`timescale 1ns / 100ps
module comparator_4cen_16bit(arg, c, a_00, a_01, a_10, a_11);
  output [1:0] arg;
  output [15:0] c;
  input [15:0] a_00;
  input [15:0] a_01;
  input [15:0] a_10;
  input [15:0] a_11;
  wire [15:0] b_0;
  wire [15:0] b_1;
  wire index_0;
  wire index_1;
  wire index;
  assign arg[1] = index;
  comparator_2cen_16bit compare_a_0x(.b(b_0), .index(index_0), .a_0(a_00), .a_1(a_01));
  comparator_2cen_16bit compare_a_1x(.b(b_1), .index(index_1), .a_0(a_10), .a_1(a_11));
  comparator_2cen_16bit compare_b_x(.b(c), .index(index), .a_0(b_0), .a_1(b_1));
  selector_2cen_1bit select_index_x(.out(arg[0]), .in_0(index_0), .in_1(index_1), .sel(index));
endmodule
`timescale 1ns / 100ps
module comparator_8cen_16bit(d, arg, a_000, a_001, a_010, a_011, a_100, a_101, a_110, a_111);
  output [15:0] d;
  output [2:0] arg;
  input [15:0] a_000;
  input [15:0] a_001;
  input [15:0] a_010;
  input [15:0] a_011;
  input [15:0] a_100;
  input [15:0] a_101;
  input [15:0] a_110;
  input [15:0] a_111;
  wire [15:0] c_0;
  wire [15:0] c_1;
  wire [1:0] index_0;
  wire [1:0] index_1;
  wire index;
  assign arg[2] = index;
  comparator_4cen_16bit compare_a_0xx(.arg(index_0), .c(c_0), .a_00(a_000), .a_01(a_001), .a_10(a_010), .a_11(a_011));
  comparator_4cen_16bit compare_a_1xx(.arg(index_1), .c(c_1), .a_00(a_100), .a_01(a_101), .a_10(a_110), .a_11(a_111));
  comparator_2cen_16bit compare_c_x(.b(d), .index(index), .a_0(c_0), .a_1(c_1));
  selector_2cen_2bit select_index_x(.out(arg[1:0]), .in_0(index_0), .in_1(index_1), .sel(index));
endmodule
`timescale 1ns / 100ps
module selector_2cen_1bit(out, in_0, in_1, sel);
  output out;
  input in_0, in_1, sel;
  assign out = sel? in_1 : in_0;
endmodule
`timescale 1ns / 100ps
module selector_2cen_2bit(out, in_0, in_1, sel);
  output [1:0] out;
  input [1:0] in_0;
  input [1:0] in_1;
  input sel;
  assign out = sel? in_1 : in_0;
endmodule
### flow/run.sh
#!/bin/bash
# OpenROAD 26Q1-2900-gdf79404cd8, Yosys 0.63+post, stock flow scripts
make -C /OpenROAD-flow-scripts/flow DESIGN_CONFIG=/design/flow/config.mk WORK_HOME=/design/flow/orfs finish
### flow/config.mk
export PLATFORM = sky130hd
export DESIGN_NAME = comparator_8cen_16bit
export DESIGN_NICKNAME = comparator_8cen_16bit
export VERILOG_FILES = /design/flow/design.v
export SDC_FILE = /design/flow/constraint.sdc
export NUM_CORES = 4
export LEC_CHECK = 1
export CORE_AREA = 10 10 70 70
export DIE_AREA = 0 0 80 80
### flow/constraint.sdc
current_design comparator_8cen_16bit

set clk_period 2.1
set clk_io_pct 0.2

create_clock -name clk0 -period $clk_period

set non_clock_inputs [all_inputs -no_clocks]
set_input_delay [expr $clk_period * $clk_io_pct] -clock clk0 $non_clock_inputs
set_output_delay [expr $clk_period * $clk_io_pct] -clock clk0 [all_outputs]
==> run notes <==
* 0 — final hold vios
* 0 — CTS hold repair buffers
* 0.715 — routability-driven placement congestion ratio
* 1 — final setup violation count
* ha_1 — area leader, netlist
* 0 µm² — footprint of the flip-flops and latches
* 115% — Final Cycle Share
* 0 — Max Cap Viol
* input pin to output port — type of the worst min-delay path
* 1.68 ns — required time at the worst-slack endpoint
* 131 — number of warning messages in the logs
* 0.0715 mV — Max VDD drop
* 351 — fillcell total
* 3.65 — DR vias/cell
* 0.415 GHz — Fmax
* 2 — detailed-router iteration count before antenna repair
* setup timing — violations in the final reports
* 559 µm² — netlist area before placement
* 0 — remaining antenna violation count after routing
* 0% — sequential area share after synthesis
* finished with violations — outcome
* arg[0] — hold endpoint
* buf_4 — top-count cell post-synth
* 0 — number of diodes
* 2 — top fanout value on the critical path
* 2.41 ns — minimum clock period
* 76 — # Cells Yosys
* 7.36 µm² — average size of a mapped cell
* 21 — Std-Cell Rows
* 2.77 mm — global-route wire length before repair
* 1.35 ns — worst hold slack across all endpoints
* 11.4 µm — average wire per cell in the routed design
* 16.4% — Starting Density
* 0 — count of unresolved DRC violations after routing
* 80 µm — Die Height
* 931 µm² — cell area reported after detailed placement
* 0 — total grt overflow
* 665 — number of global-route vias before repair
* input pin to output port — kind of critical path
* 188 mW/mm² — Cell Pwr Density
* 76 — post-synthesis instance total
* 0 — initial antenna violation count
* 581 — total number of vias
* 5.01% — overall routing resource usage
* 99.3% — signed area change from the synthesized netlist to the final layout
* 0.00342 mm² — Std-Cell Core Area
* 0 — max-slew violation count
* input pin — startpoint type of the worst setup path
* 4 — maximum number of pins on one net before global-route repair
* a_000[14] — startpoint of the most critical hold path
* 113 — synthesis warning total
* 0.514 nW — leak pwr
* 0.00640 mm² — chip area
* 19 — distinct cell type count of the synthesized netlist
* 80 µm — x dimension of the die
* output port — type of element capturing the critical path
* 1.81 mm — Routed Wire Length
* -1.09 ns — worst setup timing slack at the placement stage
* 0 — number of clock buffers in the layout
* 0 — count of sequential standard cells
* 35.8% — top cell type's share of synthesized area
* yes — unrepaired setup endpoints after global routing
* 1.50 mm — Final HPWL DP
* -0.311 ns — worst setup margin
* ha_1, buf_4, inv_1 — top post-synthesis cells by area
* 33 — count of input and output buffers
* 147 — IO Count
* 61.1% — layout cells sized above 1
* 5 — violation tally from detailed-route iteration zero
* buf_4, ha_1, inv_1, a21oi_1, nand2_1 — top cells by count, synth
* 5 — Hold Path Depth
* 559 µm² — yosys stat chip area
* 0.00111 mm² — finished layout cell area
* 1.99 ns — CP Data Arrival Time
-- cells in the final DEF (no fill, tap or decap), types with 5 or more instances in the layout --
master            n
dlygate4sd2_1     5
clkbuf_2         10
inv_2            13
buf_4             5
conb_1           18
ha_4             15
buf_6             5
clkdlybuf4s15_1   7
buf_2             7
-- worst max path at each step --
| stage | startpoint | to | slack, ns | depth (start not counted) |
|---|---|---|---|---|
| final | a_001[1] | arg[0] | -0.31 | 9 |
| after global routing | a_001[1] | arg[0] | -0.38 | 9 |
| after CTS | a_001[1] | arg[0] | -0.29 | 9 |
-- repair_timing --
| action | 4_1_cts | 5_1_grt |
|---|---|---|
| gates resized | 104 | 34 |
| endpoints found under the setup margin | 1 | 1 |
| buffers inserted | 0 | 2 |
| pin swaps | 21 | 25 |
-- layout make-up --
class                      instances  area (µm²)  area share, %
multi-input combinational         58         699           62.7
timing repair buffer              39         293           26.3
inverter                          16        65.1           5.84
tap                               46        57.6           5.16
-- power by group --
part,total (mW),internal [mW],switching [mW]
logic,0.210,0.120,0.0903
clock network,0,0,0
registers,0,0,0
total,0.210,0.120,0.0903
-- logic make-up (layout without fill, tap and decap cells) --
| kind of cell | after synthesis | count (layout) | share of synthesized area [%] |
|---|---|---|---|
| buf+inv | 35 | 55 | 36.2 |
| compound gates | 13 | 13 | 14.8 |
| simple gates | 11 | 11 | 12.5 |
| fa+ha+maj | 16 | 16 | 35.8 |
| other cells | 1 | 18 | 0.670 |
-- routing by layer --
metal | part of all wire, % | vias to the layer above | routed length (µm) | track usage, %
met1 | 51 | 248 | 919 | 7.12
met4 | 0 | 0 | 0 | 0
li1 | - | 295 | - | -
met2 | 38 | 38 | 696 | 7.46
met3 | 11 | 0 | 193 | 1.82
met5 | 0 | - | 0 | 0
-- stage by stage --
| stage | setup TNS, ns | std cells | total power [mW] | utilization [%] |
|---|---|---|---|---|
| floorplan | -0.0995 | 93 | 0.0881 | - |
| global placement | -1.08 | 158 | 0.151 | 27.3 |
| detailed placement | -1.09 | 158 | 0.152 | 27.3 |
| CTS | -0.286 | 157 | 0.187 | 31.4 |
| global route | -0.379 | 159 | 0.234 | 32.6 |
| finish | -0.311 | 159 | 0.210 | 32.6 |
-- worst max-delay path, cell delays in order --
cell and delay (ns):
buf_6 0.09, inv_4 0.04, ha_4 0.18, nor2b_4 0.12, o211ai_1 0.22, a21boi_2 0.10, or4_1 0.52, a31oi_1 0.17
buf_2 0.12
No activity file was given, so power comes from the tool's default toggle rates.
